`design.v`:
```
`timescale 1 ns / 1 ns
module mux_4_to_1_32bit(in0, in1, in2, in3, sel, out);
    input [32 - 1: 0] in0, in1, in2, in3;
    input [1:0] sel;
    output reg [32 - 1: 0] out;
    always @(in0, in1, in2, in3, sel) begin
        case (sel)
            2'b00: out = in0;
            2'b01: out = in1;
            2'b10: out = in2;
            2'b11: out = in3;
        endcase
    end
endmodule
```
`constraint.sdc`:
```
current_design mux_4_to_1_32bit

set clk_period 1.0
set clk_io_pct 0.2

create_clock -name clk0 -period $clk_period

set non_clock_inputs [all_inputs -no_clocks]
set_input_delay [expr $clk_period * $clk_io_pct] -clock clk0 $non_clock_inputs
set_output_delay [expr $clk_period * $clk_io_pct] -clock clk0 [all_outputs]
```
`config.mk`:
```
export PLATFORM = sky130hd
export DESIGN_NAME = mux_4_to_1_32bit
export DESIGN_NICKNAME = mux_4_to_1_32bit
export VERILOG_FILES = /design/flow/design.v
export SDC_FILE = /design/flow/constraint.sdc
export NUM_CORES = 4
export LEC_CHECK = 1
export CORE_AREA = 10 10 84 84
export DIE_AREA = 0 0 94 94
```
`run.sh`:
```
#!/bin/bash
# OpenROAD 26Q1-2900-gdf79404cd8, Yosys 0.63+post, stock flow scripts
make -C /OpenROAD-flow-scripts/flow DESIGN_CONFIG=/design/flow/config.mk WORK_HOME=/design/flow/orfs finish
```
==> notes.md <==
run metrics: status finished with violations, violated checks setup timing, Max Slew Vio Count 0, wire per inst approximately 24 um, total track usage 14.6%, HP Start in3[28], fillcell total ~530, cell family with most CP delay multiplexers, Worst Slack Setup Final -0.361 ns, Buf/Inv on CP 4, Die H about 94 um, cell accounting for the most synthesized area mux4_2, Slew @ Worst Pin around 0.11 ns, Sw Ratio a little over a quarter, DIE AREA about 8800 um^2, period utilisation layout 136%, top cells by area mux4_2, buf_12, mux4_1, Worst EP arrival between 1 and 1.5 ns, final instance area about 2400 um^2, DR DRC count 0, part of the power in combinational logic around 100%, Area after DPL 2480 um^2, P_leak 1.15 nW, Syn Std Cell Area 815 um^2, Init Core Util 15.6%, Setup CP Type in2out, relative slew slack 92.7%, drt via density 4.33, RSZ-0062 raised after global routing yes, critical path endpoint category output pin, CP dominant cell by count buf_12, grt peak-use layer met2, delay of the slowest critical-path stage approximately 0.50 ns, Flop pwr share 0%, vias in the first global route ~1500, hpwl dp approximately 5.7 mm, largest net degree at the start of global routing 11, Max Cap Viol 0, count of final setup violators 32, GR Overflow Total 0, Peak supply drop approximately 0.18 mV, global placer's final weighted congestion between 0.8 and 0.9, PwrDens about 380 nW/um^2, Vias 1212, initial antenna violation count 2, met1 GRT Util 17.3%, cell row count 26, non-filler cells, final around 280, Internal Pwr Total between 0.0006 and 0.0007 W, GR Util met2 between 20% and 30%, Critical Path Start Type input pin, Final TNS setup -9.66 ns, ys cells 39, first-pass GRT wire length 9.43 mm, Die W approximately 94 um, Top cells excl fill/tap dlygate4sd2_1, buf_2, mux4_2, setup slack at placement -0.929 ns, PortBufs 162, Flop Count 0, most frequent logic cell in the layout dlygate4sd2_1, CLK BUF 0, sequential cell area fraction in the yosys report 0%, Area Growth Syn to Fin 193%, Max FO, Critical Path 5, synth warn 1, aggregate routed wire length between 6 and 7 mm, Antenna Nets Post-Route 0, 1st-pass router iterations 3, total chip power 0.000898 W, Core ar. ~5200 um^2, Top-Level Pins between 150 and 200, worst path required time about 0.8 ns, Distinct lib cells used 5, Syn Inst Count 39, Fmax roughly 0.73 GHz, Log Warnings 35, Mapped Avg Cell Area approximately 21 um^2, crit-path cells buf_12 -> buf_12 -> buf_12 -> mux4_2 -> buf_2, slowest CP cell mux4_2, clock share of power 0%, Reg area 0 um^2, sw power between 0.0002 and 0.00025 W, Yosys Chip Area around 800 um^2, drt first-iter violations 24, met3 usage about 4.3%, Tmin final roughly 1.4 ns, crit path from sel[0], post-synth top area share 82.9%, Hold Violations, Final 0, cell count after placement between 200 and 300, layout cell share with drive strength beyond 1 41.8%, HP Class in2out
[cells in the mapped netlist]
cell type and number:
buf_12 3, mux4_1 2, mux4_2 30, buf_2 3, buf_6 1
[kinds of logic after synthesis]
logic type,after synthesis,share of synthesized area (%)
muxes,32,89.4
buffers and inverters,7,10.6
[what timing repair did]
| item | 4_1_cts | 5_1_grt |
|---|---|---|
| gates cloned | 5 | 0 |
| hold buffers | 0 | 0 |
| endpoints found under the setup margin | 32 | 32 |
| buffers inserted | 6 | 1 |
| resized | 269 | 4 |
[layer usage]
layer / vias to the layer above / routed length [um]
met5: - / 0
met4: 0 / 21
met3: 2 / 493
met2: 70 / 3760
met1: 589 / 2440
li1: 551 / -
[final timing paths]
path | to | cells after the start
min | out[28] | 3
max | out[23] | 5
[per-stage QoR]
stage,utilization (%),hold WS (ns)
2_1_floorplan,-,0.486
4_1_cts,45.9,0.791
3_5_place_dp,47.6,1.29
5_1_grt,45.7,0.812
3_3_place_gp,47.6,1.28
6_report,45.8,0.793
[cell type report]
cell class,count,area [um^2],share of cell area [%]
timing repair buffer,176,1570,65.9
antenna,2,5.00,0.210
multi-input combinational,32,721,30.2
tap,70,87.6,3.67
[power groups by stage]
stage / clock network, W / logic, W / registers [W]
6_report: 0.000000000267 / 0.000898 / 0
5_1_grt: 0.000000000134 / 0.000967 / 0
4_1_cts: 0 / 0.000922 / 0
[tightest hold or removal path: stages]
cell	delay (ns)
buf_2	0.07
mux4_2	0.23
buf_6	0.09
Power figures rest on the tool's default switching activity, not on a simulated workload.
