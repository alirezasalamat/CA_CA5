[/design/flow/design.v]
`timescale 1 ns / 1 ns
module mux_2_to_1_32bit(in0, in1, sel, out);
    input [32 - 1: 0] in0, in1;
    input sel;
    output reg [32 - 1: 0] out;
    always @(in0, in1, sel) begin
        case (sel)
            1'b0: out = in0;
            1'b1: out = in1;
        endcase
    end
endmodule
[/design/flow/run.sh]
#!/bin/bash
# OpenROAD 26Q1-2900-gdf79404cd8, Yosys 0.63+post, stock flow scripts
make -C /OpenROAD-flow-scripts/flow DESIGN_CONFIG=/design/flow/config.mk WORK_HOME=/design/flow/orfs finish
[/design/flow/config.mk]
export PLATFORM = sky130hd
export DESIGN_NAME = mux_2_to_1_32bit
export DESIGN_NICKNAME = mux_2_to_1_32bit
export VERILOG_FILES = /design/flow/design.v
export SDC_FILE = /design/flow/constraint.sdc
export NUM_CORES = 4
export LEC_CHECK = 1
export CORE_AREA = 10 10 70 70
export DIE_AREA = 0 0 80 80
[/design/flow/constraint.sdc]
current_design mux_2_to_1_32bit

set clk_period 1.0
set clk_io_pct 0.2

create_clock -name clk0 -period $clk_period

set non_clock_inputs [all_inputs -no_clocks]
set_input_delay [expr $clk_period * $clk_io_pct] -clock clk0 $non_clock_inputs
set_output_delay [expr $clk_period * $clk_io_pct] -clock clk0 [all_outputs]
==> results.txt <==
Results of the full flow below.

Final timing:
- The run gives the highest clock frequency the design can meet as 851 MHz.
- Setup repair after global routing could not meet its margin everywhere.
- The run puts the final sum of negative setup slack at -5.03 ns.
- The run gives the setup slack of the critical path after layout as -0.175 ns.
- The run gives the count of final max-slew check failures as 0.
- Headroom to the max-slew limit came out at 0.959.
- The run puts the hold slack at 0.694 ns.
- Dividing the final minimum period by the clock period gives 1.18.
- The run gives the hold violation count in the final report as 0.
- The run puts the final critical path time including I/O delays and setup at 1.18 ns.
- The run puts the actual transition at the worst max-transition pin at 0.0611 ns.
- In the final report, the number of endpoints failing setup comes to 32.

Global route:
- The run gives the aggregate global routing overflow as 0.
- The initial antenna violation count came to 0.
- Entering global routing, the biggest net connects 8 pins.
- The run puts the global-route wire length before repair at 4150 um.
- The run puts the number of global-route vias before repair at 824.
- The run gives the overall global routing resource usage as 0.0787.

Floorplanning:
- The die is 80 um tall.
- The run puts the starting density of the core at 0.159.
- The overall die size recorded for this design is 0.00640 mm^2.
- The run gives the count of boundary I/O pins as 97.
- After floorplanning, the core was divided into 21 placement rows.
- The run puts the chip width at 80 um.
- The run gives the core footprint as 0.00342 mm^2.

Worst setup path:
- In the setup report, the worst path falls into the class primary input to output pin.
- The run puts the required time of the worst setup path at 0.80 ns.
- The run puts the arrival time at the worst endpoint at 0.98 ns.
- The run gives the largest fanout of any net on the critical path as 7.
- The worst setup path is captured at an output pin.
- STA classifies the critical path startpoint as a primary input.

Pwr:
- The run gives the power density of the placed cells as 389 mW/mm^2.
- The analysis reports a worst IR drop on VDD of 173 uV.
- Summed over all cells, the static leakage comes to 0.000990 uW.

Min path:
- For hold timing, the worst endpoint is out[24].
- STA reports the tightest min-delay check as being of type primary input to output pin.
- The run gives the cell depth of the worst hold path as 3.
- The run gives the worst min-delay path startpoint as in0[24].

Routing:
- The run puts the number of search-and-repair iterations in the first detailed-routing pass at 2.
- The run gives the post-detailed-route via-to-cell ratio as 3.80.
- The run gives the wire length per cell after detailed routing as 14.8 um.
- The final layout contains routed wiring with a total length of 2850 um.
- The run puts the remaining antenna violation count at 0.
- The detailed router finished its first iteration with 4 violations.
- The run gives the post-detailed-route DRC marker count as 0.
- The routed layout has 730 vias.
- The run gives the number of antenna diodes as 0.

Final layout:
- The run puts the final design area excluding fillers at 0.00170 mm^2.
- In the final layout, the share of cells above drive strength 1 is 0.562.
- The run puts the register area at 0 um^2.
- The run gives the layout overhead on the synthesized area as 212%.
- Sequential cells placed in the final layout were counted as 0.
- The run gives the layout clock buffer count as 0.

Yosys:
- Averaged over all synthesized cells, the footprint is 15.1 um^2.
- The run puts the number of distinct standard cells referenced by the synthesized netlist at 4.
- The run gives the sequential share of the synthesized area as 0.
- The run puts the synthesized area at 544 um^2.
- The run gives the cell taking the most area after synthesis as mux2_4.
- By instance count, the leading cell after synthesis is mux2_4.
- By area the synthesized netlist is led by mux2_4, buf_12, mux2_2.
- By count the netlist is led by mux2_4, buf_12, mux2_2, buf_6.
- The run puts the Yosys chip area at 544 um^2.
- The run gives the total cells reported by yosys after synthesis as 36.
- The synthesized netlist handed to floorplanning was reported with a cell count of 36.
- The run puts the synthesis warning total at 1.
- The share of synthesized area in the top cell type comes to 0.828.

Placed design:
- The run puts the cell area after placement at 0.00154 mm^2.
- The run gives the placer's final routability congestion estimate as 0.760.
- The run puts the post-placement worst setup slack at -0.497 ns.
- The run puts the detailed-placement wirelength estimate at 2400 um.
- In this run the tool buffered the top-level ports with 97 buffer cells.

Run:
- Across the run, the number of max-cap violations was 0.
- Summing over the stages, the warning tally comes to 34.

Run status:
- The flow ran to the end, but the final reports show violations.
- The checks that failed: setup timing.
## worst max-delay path, cell delays in order
cell and delay [ns]:
buf_12 0.11, buf_12 0.13, buf_8 0.12, mux2_4 0.30, buf_6 0.11
## kinds of logic (layout without fill, tap and decap cells)
group / after synthesis / in the layout / share of synthesized area
buf+inv: 4 / 114 / 0.131
mux: 32 / 32 / 0.869
## metrics by stage
step            util  cells  total power [uW]
3_3_place_gp   0.450    177               654
2_1_floorplan      -     36               206
6_report       0.497    192               660
3_5_place_dp   0.450    177               655
5_1_grt        0.497    192               706
4_1_cts        0.470    192               644
## layout make-up
type                            count  area (um^2)
Multi-Input combinational cell     32          480
Fill cell                         327         1720
Timing Repair Buffer              114         1160
Tap cell                           46         57.6
## routing by layer
metal	global-route usage	share of wire	wire, um
met5	0	0	0
met1	0.0897	0.40	1140
met4	0	0	0
met3	0.0307	0.11	313
met2	0.143	0.49	1390
## what timing repair did
item,4_1_cts,5_1_grt
cloned,1,0
setup endpoints to repair,32,32
resized,170,23
hold buffers,0,0
buffers inserted,14,0
## worst max-delay path by stage
stage,startpoint,end,cells past startpoint
6_report,sel,out[31],5
4_1_cts,sel,out[0],5
5_1_grt,sel,out[31],5
## power breakdown
part | internal [uW] | total, uW | switching (uW)
Clock | 0 | 0 | 0
Combinational | 519 | 660 | 141
Sequential | 0 | 0 | 0
Total | 519 | 660 | 141
## placed cells by master (no fill, tap or decap)
master	n
buf_4	2
dlygate4sd2_1	40
buf_8	3
buf_2	12
dlymetal6s2s_1	14
mux2_4	32
clkdlybuf4s50_1	10
buf_12	3
buf_6	29
buf_16	1
Power figures rest on the tool's default switching activity, not on a simulated workload.
